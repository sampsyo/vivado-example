==> flow/design.v <==
module std_add
  #(parameter width = 32)
  (input  logic [width-1:0] left,
    input  logic [width-1:0] right,
    output logic [width-1:0] out);
  assign out = left + right;
endmodule
module std_reg
  #(parameter width = 32,
    parameter reset_val = 0)
   (input wire [width-1:0] in,
    input wire write_en,
    input wire clk,
    output logic [width - 1:0] out,
    output logic done);
  always_ff @(posedge clk) begin
    if (write_en) begin
      out <= in;
      done <= 1'd1;
    end else
      done <= 1'd0;
  end
endmodule
module std_const
  #(parameter width = 32,
    parameter value = 0)
   (input logic                valid,
    output logic               ready,
    output logic [width - 1:0] out,
    output logic               out_read_out);
  assign out = value;
  assign ready = valid;
  assign out_read_out = valid;
endmodule
module std_lt
  #(parameter width = 32)
  (input logic [width-1:0] left,
    input logic [width-1:0] right,
    output logic            out);
  assign out = left < right;
endmodule
module main (
      input wire clk,
      input wire go,
      output wire done
  );
  wire [31:0] add0_left;
  wire [31:0] add0_right;
  wire [31:0] add0_out;
  wire const0_valid;
  wire [31:0] const0_out;
  wire const0_out_read_out;
  wire const0_ready;
  wire const1_valid;
  wire [31:0] const1_out;
  wire const1_out_read_out;
  wire const1_ready;
  wire const2_valid;
  wire [31:0] const2_out;
  wire const2_out_read_out;
  wire const2_ready;
  wire [31:0] i_in;
  wire i_write_en;
  wire i_clk;
  wire [31:0] i_out;
  wire i_done;
  wire [31:0] lt0_left;
  wire [31:0] lt0_right;
  wire lt0_out;
  wire cond_computed0_in;
  wire cond_computed0_write_en;
  wire cond_computed0_clk;
  wire cond_computed0_out;
  wire cond_computed0_done;
  wire cond_stored0_in;
  wire cond_stored0_write_en;
  wire cond_stored0_clk;
  wire cond_stored0_out;
  wire cond_stored0_done;
  wire done_reg0_in;
  wire done_reg0_write_en;
  wire done_reg0_clk;
  wire done_reg0_out;
  wire done_reg0_done;
  wire [31:0] fsm0_in;
  wire fsm0_write_en;
  wire fsm0_clk;
  wire [31:0] fsm0_out;
  wire fsm0_done;
  std_add #(32) add0 (
      .left(add0_left),
      .right(add0_right),
      .out(add0_out)
  );
  std_const #(32, 0) const0 (
      .out(const0_out),
      .out_read_out(const0_out_read_out),
      .ready(const0_ready)
  );
  std_const #(32, 10) const1 (
      .out(const1_out),
      .out_read_out(const1_out_read_out),
      .ready(const1_ready)
  );
  std_const #(32, 1) const2 (
      .out(const2_out),
      .out_read_out(const2_out_read_out),
      .ready(const2_ready)
  );
  std_reg #(32) i (
      .in(i_in),
      .write_en(i_write_en),
      .clk(clk),
      .out(i_out),
      .done(i_done)
  );
  std_lt #(32) lt0 (
      .left(lt0_left),
      .right(lt0_right),
      .out(lt0_out)
  );
  std_reg #(1) cond_computed0 (
      .in(cond_computed0_in),
      .write_en(cond_computed0_write_en),
      .clk(clk),
      .out(cond_computed0_out),
      .done(cond_computed0_done)
  );
  std_reg #(1) cond_stored0 (
      .in(cond_stored0_in),
      .write_en(cond_stored0_write_en),
      .clk(clk),
      .out(cond_stored0_out),
      .done(cond_stored0_done)
  );
  std_reg #(1) done_reg0 (
      .in(done_reg0_in),
      .write_en(done_reg0_write_en),
      .clk(clk),
      .out(done_reg0_out),
      .done(done_reg0_done)
  );
  std_reg #(32) fsm0 (
      .in(fsm0_in),
      .write_en(fsm0_write_en),
      .clk(clk),
      .out(fsm0_out),
      .done(fsm0_done)
  );
  assign done = ((fsm0_out == 32'd2) ? 1'd1 : '0);
  assign add0_left = ((((cond_stored0_out & cond_computed0_out) & !i_done) & (((fsm0_out == 32'd1) & !done_reg0_out) & go)) ? i_out : '0);
  assign add0_right = ((((cond_stored0_out & cond_computed0_out) & !i_done) & (((fsm0_out == 32'd1) & !done_reg0_out) & go)) ? const2_out : '0);
  assign i_in = ((((fsm0_out == 32'd0) & !i_done) & go) ? const0_out : ((((cond_stored0_out & cond_computed0_out) & !i_done) & (((fsm0_out == 32'd1) & !done_reg0_out) & go)) ? add0_out : '0));
  assign i_write_en = ((((fsm0_out == 32'd0) & !i_done) & go) ? 1'd1 : ((((cond_stored0_out & cond_computed0_out) & !i_done) & (((fsm0_out == 32'd1) & !done_reg0_out) & go)) ? 1'd1 : '0));
  assign lt0_left = ((!cond_computed0_out & (((fsm0_out == 32'd1) & !done_reg0_out) & go)) ? i_out : '0);
  assign lt0_right = ((!cond_computed0_out & (((fsm0_out == 32'd1) & !done_reg0_out) & go)) ? const1_out : '0);
  assign cond_computed0_in = (((!cond_computed0_out & (((fsm0_out == 32'd1) & !done_reg0_out) & go)) & (((fsm0_out == 32'd1) & !done_reg0_out) & go)) ? 1'd1 : ((((cond_stored0_out & cond_computed0_out) & i_done) & (((fsm0_out == 32'd1) & !done_reg0_out) & go)) ? 1'd0 : (((cond_computed0_out & !cond_stored0_out) & (((fsm0_out == 32'd1) & !done_reg0_out) & go)) ? 1'd0 : '0)));
  assign cond_computed0_write_en = (((!cond_computed0_out & (((fsm0_out == 32'd1) & !done_reg0_out) & go)) & (((fsm0_out == 32'd1) & !done_reg0_out) & go)) ? 1'd1 : ((((cond_stored0_out & cond_computed0_out) & i_done) & (((fsm0_out == 32'd1) & !done_reg0_out) & go)) ? 1'd1 : (((cond_computed0_out & !cond_stored0_out) & (((fsm0_out == 32'd1) & !done_reg0_out) & go)) ? 1'd1 : '0)));
  assign cond_stored0_in = (((!cond_computed0_out & (((fsm0_out == 32'd1) & !done_reg0_out) & go)) & (((fsm0_out == 32'd1) & !done_reg0_out) & go)) ? lt0_out : '0);
  assign cond_stored0_write_en = (((!cond_computed0_out & (((fsm0_out == 32'd1) & !done_reg0_out) & go)) & (((fsm0_out == 32'd1) & !done_reg0_out) & go)) ? 1'd1 : '0);
  assign done_reg0_in = (((cond_computed0_out & !cond_stored0_out) & (((fsm0_out == 32'd1) & !done_reg0_out) & go)) ? 1'd1 : (done_reg0_out ? 1'd0 : '0));
  assign done_reg0_write_en = (((cond_computed0_out & !cond_stored0_out) & (((fsm0_out == 32'd1) & !done_reg0_out) & go)) ? 1'd1 : (done_reg0_out ? 1'd1 : '0));
  assign fsm0_in = ((((fsm0_out == 32'd0) & i_done) & go) ? 32'd1 : ((((fsm0_out == 32'd1) & done_reg0_out) & go) ? 32'd2 : ((fsm0_out == 32'd2) ? 32'd0 : '0)));
  assign fsm0_write_en = ((((fsm0_out == 32'd0) & i_done) & go) ? 1'd1 : ((((fsm0_out == 32'd1) & done_reg0_out) & go) ? 1'd1 : ((fsm0_out == 32'd2) ? 1'd1 : '0)));
endmodule  
==> flow/constraint.sdc <==
current_design main

set clk_period 6.1
set clk_io_pct 0.2

create_clock -name clk0 -period $clk_period [get_ports {clk}]

set non_clock_inputs [all_inputs -no_clocks]
set_input_delay [expr $clk_period * $clk_io_pct] -clock clk0 $non_clock_inputs
set_output_delay [expr $clk_period * $clk_io_pct] -clock clk0 [all_outputs]
==> flow/config.mk <==
export PLATFORM = sky130hd
export DESIGN_NAME = main
export DESIGN_NICKNAME = main
export VERILOG_FILES = /design/flow/design.v
export SDC_FILE = /design/flow/constraint.sdc
export NUM_CORES = 4
export LEC_CHECK = 1
export CORE_UTILIZATION = 30
==> flow/run.sh <==
#!/bin/bash
# OpenROAD 26Q1-2900-gdf79404cd8, Yosys 0.63+post, stock flow scripts
make -C /OpenROAD-flow-scripts/flow DESIGN_CONFIG=/design/flow/config.mk WORK_HOME=/design/flow/orfs finish
==> impl_metrics.yaml <==
# physical design summary
timing:
  slew_headroom: 0.491
  drv_slew: 0
  worst_slew_pin_slew_ns: 0.764
  setup_viol: 0
  hold_slack_ns: 0.480
  setup_repair_after_global_routing_missed_its_margin: "no"
  final_hold_viol_count: 0
  setup-tns-final_ns: 0
  finClkSkew_ns: 0.00747
  max_clock_freq_ghz: 0.262
  period_used_share: 0.625
  final_worst_path_period_need_ns: 3.81
global_route:
  grt_pass1_vias: 1561
  globalRoute.busiestLayer: "met1"
  global_route.overflow_total: 0
  globalRouteMet3Util: 0.0269
  grt_first_pass_wirelength_mm: 7.07
  globalRouteTotalUtil: 0.121
  antenna_found_initial: 0
  grt_max_degree: 26
  globalRouteMet1Util: 0.190
  met2_capacity_usage_during_global_routing: 0.180
job:
  maxCapViolations: 0
  number_of_warnings_in_the_stage_logs: 25
detailed_routing:
  vias: 1529
  first_iter_violations: 131
  antenna_left: 0
  count_of_inserted_antenna_diode_cells: 0
  drc: 0
  vias_per_cell: 4.92
  firstDrtPassIters: 4
  detailed_route_wire_length_per_cell_um: 12.6
  postRouteWirelength_mm: 3.93
logic_synthesis:
  netlist-cell-type-count: 37
  synth_area_per_cell_um2: 10.2
  netlist.area_leader.share: 0.496
  flop_cell: "edfxtp_1"
  post_synth_instance_area_um2: 2180
  synthArstFlopShare: 0
  netlist.top_cell.by_area: "edfxtp_1"
  edf_count: 36
  yosysWarningCount: 2
  top_cells_by_count: "edfxtp_1, nor2_1, xnor2_1"
  synth_seq_share: 0.524
  netlist_top_cells_area: "edfxtp_1, xnor2_1, nor2_1"
  most_common_cell: "edfxtp_1"
  yosys-stat-area_um2: 2180
  yosys_register_bits: 39
  ys_cells: 213
  synthCells: 213
status:
  run_status: "finished, final reports clean"
final_layout:
  layout.cell_area.non_filler_um2: 2400
  utilization: 0.348
  drive_above_1_share: 0.0744
  layout.cells.non_filler: 311
  area_growth_pct: 10.4
clock_tree:
  post_cts_resized: 0
  clockRootBuffer: "clkbuf_8"
  cts_buffers: 5
  number_of_clock_sinks_seen_by_cts: 39
  clk_pin_slew_worst_paths_ns: 0.08
  cts_hold_repair.buffers: 0
  clk_latency_worst_skew_pair_ns: 0.29
  maximum_root_to_sink_buffer_count: 2
  cts_htree_levels: 2
  cts_setup_buffers: 0
  tritoncts: "yes"
place:
  detailed_place_hpwl_mm: 2.65
  place_inst: 303
  gp_congestion: 0.841
  postPlaceCellArea_um2: 2300
  placement.io_buffers: 2
die:
  die-height_um: 87.2
  placement_rows: 30
  core_area_um2: 6910
  chip_area_um2: 7610
  die_w_um: 87.2
  io_pins: 3
  initCoreUtil: 0.315
power:
  peakVddDrop_v: 0.0000942
  pwr_density_cell_nw_per_um2: 256
  leakage_nw: 0.686
critical_path:
  worst-endpoint-required_ns: 6.25
  timing.critical_path.to_type: "flop"
  worst-path-max-fanout: 25
  criticalPathCategory: "input port to flop"
  cp.arrival_ns: 3.96
  timing.critical_path.from_type: "input port"
hold_path:
  min_path_type: "flop to flop"
[state kept, by name, indices dropped and copies added, names as in the netlist, named ones only]
| signal | cells |
|---|---|
| cond_computed0.out | 1 |
| cond_stored0.out | 1 |
| done_reg0.out | 1 |
| fsm0.out | 2 |
| i.done | 1 |
| i.out | 32 |
[final timing paths]
check	startpoint	to	slack [ns]	depth (start not counted)
setup / recovery	go	i.out[25]$_SDFFCE_PP0P_	2.29	6
hold / removal	fsm0.out[1]$_DFF_P_	fsm0.out[0]$_DFF_P_	0.48	1
setup reg to reg	done_reg0.out$_DFFE_PP_	i.out[25]$_SDFFCE_PP0P_	3.30	5
hold reg to reg	fsm0.out[1]$_DFF_P_	fsm0.out[0]$_DFF_P_	0.48	1
[area by class of cell]
type,instances,area [um^2]
fillers,708,4500
flip-flops and latches,39,1140
multi-input cells,156,978
well taps,96,120
clock buffers,8,100
repair buffers,4,35.0
inverters,8,30.0
[metal layers]
metal	up-vias	part of all wire	wire length (um)
li1	787	-	-
met1	708	0.50	1970
met2	27	0.44	1710
met3	7	0.044	172
met4	0	0.019	74
met5	-	0	0
[placed cells by master, fill, tap and decap left out, types with 3 or more instances in the layout]
master,instances
a21oi_1,7
and2_1,5
and3_1,5
clkbuf_8,7
dfxtp_1,3
edfxtp_1,36
inv_1,8
nand2_1,7
nand3_1,15
nand4_1,7
nor2_1,28
nor3_1,9
nor4_1,16
o21ai_0,6
or3_1,5
xnor2_1,21
xor2_1,3
[power breakdown]
group | internal [mW] | switching, mW
logic | 0.0266 | 0.0313
registers | 0.330 | 0.0368
clock network | 0.103 | 0.0876
[stage by stage]
stage | total power [mW] | worst slack [ns]
final | 0.615 | 2.29
after global routing | 0.647 | 2.12
after CTS | 0.624 | 2.32
after detailed placement | 0.430 | 2.01
after global placement | 0.430 | 2.03
after floorplan | 0.410 | 2.75
[critical path, stage by stage]
cell	delay, ns
clkdlybuf4s50_1	0.58
nand3b_4	0.15
or4b_1	0.86
or4_4	0.68
or3_1	0.32
a21oi_1	0.14
[kinds of logic (layout without fill, tap and decap cells)]
| group | Yosys count | in the layout | synth area share |
|---|---|---|---|
| AND-OR/OR-AND | 18 | 18 | 0.0460 |
| XOR/XNOR | 24 | 24 | 0.0965 |
| adder cells (fa/ha/maj) | 1 | 1 | 0.00574 |
| buffers and inverters | 18 | 20 | 0.0316 |
| flip-flops | 39 | 39 | 0.524 |
| AND/OR/NAND/NOR | 113 | 113 | 0.296 |
Power figures rest on the tool's default switching activity, not on a simulated workload.
